### design/flow/config.mk
export PLATFORM = sky130hd
export DESIGN_NAME = ALU32Bit
export DESIGN_NICKNAME = ALU32Bit
export VERILOG_FILES = /design/flow/design.v
export SDC_FILE = /design/flow/constraint.sdc
export NUM_CORES = 4
export LEC_CHECK = 1
export CORE_UTILIZATION = 40
### design/flow/constraint.sdc
current_design ALU32Bit

set clk_period 14.2
set clk_io_pct 0.2

create_clock -name clk0 -period $clk_period

set non_clock_inputs [all_inputs -no_clocks]
set_input_delay [expr $clk_period * $clk_io_pct] -clock clk0 $non_clock_inputs
set_output_delay [expr $clk_period * $clk_io_pct] -clock clk0 [all_outputs]
### design/flow/design.v
module ALU32Bit(
  input [31:0] A,
  input [31:0] B,
  input [4:0] ALUOp,
  output reg [31:0] ALUOut,
  output reg Eq,
  output reg Gt,
  output reg GtU
);
reg [63:0] ALUOutTemp;
always @(*) begin
  case(ALUOp)
    5'b00000: ALUOut = A + B;                          
    5'b00001: ALUOut = A - B;                          
    5'b00010,5'b00011: begin                              
            ALUOutTemp = $signed(A) * $signed(B);
            if(ALUOp == 5'b00010) ALUOut = ALUOutTemp[31:0];
            else ALUOut = ALUOutTemp[63:32];
          end
    5'b00100: begin                                 
               ALUOutTemp = $signed(A) * B;
               ALUOut = ALUOutTemp[63:32];
             end
    5'b00101: begin                                  
              ALUOutTemp = A * B;
              ALUOut = ALUOutTemp[63:32];
            end
    5'b00110: ALUOut = ($signed(A) / $signed(B));      
    5'b00111: ALUOut = (A / B);                       
    5'b01000: ALUOut = ($signed(A) % $signed(B));      
    5'b01001: ALUOut = (A % B);                       
    5'b01010: ALUOut = ($signed(A) < $signed(B)) ? 32'd1 : 32'd0;        
    5'b01011: ALUOut = (A < B) ? 32'd1 : 32'd0;                          
    5'b01100: ALUOut = A & B;                          
    5'b01101: ALUOut = A | B;                           
    5'b01110: ALUOut = A ^ B;                          
    5'b01111: ALUOut = A << B;                         
    5'b10000: ALUOut = A >> B;                         
    5'b10001: ALUOut = $signed(A) >>> B;               
  endcase  
  Eq = (A == B) ? 1 : 0;
  Gt = ($signed(A) > $signed(B)) ? 1 : 0;
  GtU = (A > B) ? 1 : 0;
end
endmodule
### design/flow/run.sh
#!/bin/bash
# OpenROAD 26Q1-2900-gdf79404cd8, Yosys 0.63+post, stock flow scripts
make -C /OpenROAD-flow-scripts/flow DESIGN_CONFIG=/design/flow/config.mk WORK_HOME=/design/flow/orfs finish
==> ds_physical_params.txt <==
Physical design parameters

Parameter                              Value

Status
  Outcome .................. complete, no violations

Logic synthesis
  Multiplexer share of the synthesized area .................. 2.21%
  Count of unique library cells instantiated by Yosys .................. 122
  Top cell types by occurrence after synthesis .................. sky130_fd_sc_hd__nand2_1, sky130_fd_sc_hd__inv_1, sky130_fd_sc_hd__nor2_1
  AO/OA Area Share .................. 22.3%
  Cell type contributing the most total cell area after synthesis .................. sky130_fd_sc_hd__fa_1
  Number of synthesized flops with an enable pin .................. 0
  Ys Warns .................. 1
  Synth top cell by count .................. sky130_fd_sc_hd__nand2_1
  Top area contributor share .................. 23.7%
  Yosys adder share .................. 40.0%
  Post-synthesis async set-or-reset flop share .................. 0%
  Total standard cell area after synthesis .................. 124000 sq um
  Parity-gate share of the synthesized area counting xor and xnor cells .................. 6.96%
  Most area-consuming cells after synthesis .................. sky130_fd_sc_hd__fa_1, sky130_fd_sc_hd__ha_1, sky130_fd_sc_hd__nand2_1, sky130_fd_sc_hd__inv_1, sky130_fd_sc_hd__nor2_1
  Synth Instances .................. 16.7k
  Top non-seq family .................. adder cells
  Post-synthesis cell count from yosys .................. 16.7k
  Dominant synthesized flop cell .................. sky130_fd_sc_hd__dlxtn_1
  Basic Gates by Area .................. 20.1%
  Chip area from the yosys synthesis statistics .................. 124000 sq um
  #FFs+latches synth .................. 32
  Mean area per synthesized cell .................. 7.44 sq um

Timing
  Unrepaired setup endpoints after global routing .................. no
  Worst slack on hold paths .................. 7120 ps
  Final tally of hold violations .................. 0
  Transition at the pin with the smallest max-transition slack .................. 1330 ps
  Count of endpoints without a timing constraint .................. 64
  Slew margin rel. .................. 9.33%
  Final setup viols .................. 0
  Count of unclocked register or latch pins .................. 32
  Post-route fraction of the period consumed by the critical path .................. 93.6%
  Time the worst path needs with I/O delays and setup .................. 13290 ps
  Final Max Tran Viols .................. 0
  Final worst setup slack .................. 907 ps
  Total Negative Setup Slacks .................. 0 ps
  Peak clock frequency supported by timing .................. 75.2 MHz

Pwr
  Static power due to leakage .................. 63.6 nW
  P per Cell Area .................. 530 nW/um^2
  Internal power .................. 0.0254 W
  Net switching power .................. 0.0446 W
  Max VDD drop .................. 2110 uV
  Switching Fraction .................. 63.7%

Routing
  # DRC .................. 0
  DRC violation total after the first TritonRoute iteration .................. 10.5k
  Detailed-route via count .................. 126k
  Final Routed Wirelength .................. 665000 microns
  Routed via count divided by cell count .................. 6.06
  Routed WL per cell .................. 31.9 microns
  Detail Route Antenna Nets .................. 0
  1st-pass router iterations .................. 22

Place
  Port buffer count .................. 104
  Post-Place Setup Slack .................. 1330 ps
  Detailed Place HPWL .................. 554000 microns
  Placer congestion estimate .................. 1.11

Job
  Max_cap viols .................. 0
  Stage-log warning count .................. 100

GRT
  Initial antenna violation count .................. 49
  Grt total ovfl .................. 0
  Wire length of the first global-routing pass .................. 933000 microns
  Via count of the first global-routing pass .................. 123k
  Global-route usage over all layers .................. 43.8%
  Pin count of the biggest net entering global routing .................. 68

Min path
  Path category of the worst min-delay check .................. primary input to output port
  Worst hold path startpoint .................. A[31]
  Worst hold path depth .................. 6
  Hold Crit Endpoint .................. GtU

Floorplanning
  Die extent in x .................. 559 microns
  Total number of placement rows .................. 204
  Count of boundary I/O pins .................. 104
  Die area .................. 313000 sq um
  Placeable core region .................. 309000 sq um
  Chip Height .................. 559 microns
  Core Util at FP .................. 40.2%

Cells and area
  Area growth from synthesis to final layout .................. 6.37%
  Fraction of layout instances using a drive strength above 1 .................. 6.48%
  Utilization of the core after routing .................. 42.8%
  Number of flip-flops in the largest register .................. 32

Worst setup path
  Start point of the critical path .................. B[1]
  Worst Setup Start Kind .................. primary input
  Required time of the worst setup path .................. 11360 ps
  Crit Path Category .................. primary input to output port
  Worst endpoint data arrival time .................. 10450 ps
  Setup crit end kind .................. output port
  Crit-path max FO .................. 38

CTS
  Buffer count from post-CTS setup fixing .................. 0
  # hold bufs at CTS .................. 0
  Post-cts resize count .................. 0
-- how the worst max path moves through the flow --
stage	end	slack [ps]	cells past startpoint
CTS	Gt	1320	23
global route	Gt	890	23
finish	Gt	910	23
-- kinds of logic after synthesis --
family	count (synthesis)
AOI/OAI and AO/OA	4240
other	2
buffers and inverters	2634
xor gates and xnor gates	986
muxes	251
adders and majority gates	3083
and+or+nand+nor	5478
latches	32
-- per-stage QoR --
step,cell area [sq um],power (W),instances
2_1_floorplan,124000,0.0447,16700
3_3_place_gp,132000,0.0694,20800
3_5_place_dp,132000,0.0694,20800
4_1_cts,132000,0.0698,20800
5_1_grt,132000,0.0772,20800
6_report,132000,0.0701,20800
-- placed cells by master, fill, tap and decap left out, drive strengths merged, types with 40 or more instances in the layout --
cell              n
inv            1928
nand2          1925
nor2           1652
ha             1609
fa             1474
a21oi          1143
o21ai           836
xnor2           656
buf             597
nor3            432
a21o            396
xor2            330
o21a            329
nand3           296
a31oi           194
nand4           173
or3             163
a211oi          160
o211ai          159
nor2b           156
mux2            146
nand2b          129
and3            113
o21bai          113
o31ai           105
mux2i           101
nor4             97
and2             93
or2              82
a221oi           67
o22ai            59
a21boi           48
a211o            45
clkdlybuf4s50    43
a2111oi          43
and4             41
a31o             40
-- power groups by stage --
stage / Sequential, W / Clock, W / Combinational, W
5_1_grt: 0.000144 / 0.0000000000349 / 0.0771
4_1_cts: 0.000144 / 0 / 0.0697
-- metal layers --
| layer | vias to the layer above | GRT usage [%] | wire length (microns) |
|---|---|---|---|
| met5 | - | 0 | 128 |
| met4 | 20 | 34.9 | 68200 |
| met3 | 1619 | 11.8 | 58000 |
| met2 | 5380 | 65.8 | 289000 |
| met1 | 61200 | 53.4 | 249000 |
| li1 | 57800 | - | - |
-- critical path, stage by stage --
cell and delay (ps):
sky130_fd_sc_hd__buf_4 470, sky130_fd_sc_hd__inv_2 400, sky130_fd_sc_hd__fa_1 540, sky130_fd_sc_hd__nor2b_1 150, sky130_fd_sc_hd__o21ai_0 500, sky130_fd_sc_hd__a221oi_1 290, sky130_fd_sc_hd__buf_4 230, sky130_fd_sc_hd__o41ai_1 250
sky130_fd_sc_hd__buf_4 190, sky130_fd_sc_hd__o21ai_0 230, sky130_fd_sc_hd__o41ai_1 670, sky130_fd_sc_hd__o41ai_1 160, sky130_fd_sc_hd__buf_4 190, sky130_fd_sc_hd__a211o_1 340, sky130_fd_sc_hd__a21oi_1 270, sky130_fd_sc_hd__o21bai_1 100
sky130_fd_sc_hd__a21oi_1 370, sky130_fd_sc_hd__o21ai_0 370, sky130_fd_sc_hd__a221oi_1 390, sky130_fd_sc_hd__buf_4 350, sky130_fd_sc_hd__xor2_1 520, sky130_fd_sc_hd__nor2_1 100, sky130_fd_sc_hd__clkdlybuf4s50_1 430
-- area by class of cell --
| type | count | area (sq um) |
|---|---|---|
| Fill cell | 32000 | 177000 |
| Antenna cell | 27 | 67.6 |
| Timing Repair Buffer | 640 | 4770 |
| Sequential cell | 32 | 480 |
| Inverter | 1948 | 7320 |
| Multi-Input combinational cell | 14000 | 114000 |
| Tap cell | 4120 | 5150 |
Power and IR drop assume default switching activity.
