===== design/flow/design.v =====
`timescale 1ns / 1ps
module ps2_rx
	(
		input wire clk, reset, 
		input wire ps2d, ps2c, rx_en,     
		output reg rx_done_tick,          
		output reg [7:0] rx_data         
	);
	reg [3:0] b;
	initial
	   begin
	       b <= 4'h1;
	       rx_done_tick <= 1'b0;
	   end
	always @(negedge ps2c)
	   begin
	       case(b)
	           1:;
	           2:rx_data[0] <= ps2d;
	           3:rx_data[1] <= ps2d;
	           4:rx_data[2] <= ps2d;
	           5:rx_data[3] <= ps2d;
	           6:rx_data[4] <= ps2d;
	           7:rx_data[5] <= ps2d;
	           8:rx_data[6] <= ps2d;
	           9:rx_data[7] <= ps2d;
	           10:rx_done_tick <= 1'b1;
	           11: rx_done_tick <= 1'b0;
	       endcase
	       if( b <= 10 )
	           b <= b+1;
	       else if( b == 11 )
	           b <= 1;
	   end
endmodule

===== design/flow/constraint.sdc =====
current_design ps2_rx

set clk_period 1.7
set clk_io_pct 0.2

create_clock -name clk0 -period $clk_period [get_ports {ps2c}]

set non_clock_inputs [all_inputs -no_clocks]
set_input_delay [expr $clk_period * $clk_io_pct] -clock clk0 $non_clock_inputs
set_output_delay [expr $clk_period * $clk_io_pct] -clock clk0 [all_outputs]

===== design/flow/run.sh =====
#!/bin/bash
# OpenROAD 26Q1-2900-gdf79404cd8, Yosys 0.63+post, stock flow scripts
make -C /OpenROAD-flow-scripts/flow DESIGN_CONFIG=/design/flow/config.mk WORK_HOME=/design/flow/orfs finish

===== design/flow/config.mk =====
export PLATFORM = sky130hd
export DESIGN_NAME = ps2_rx
export DESIGN_NICKNAME = ps2_rx
export VERILOG_FILES = /design/flow/design.v
export SDC_FILE = /design/flow/constraint.sdc
export NUM_CORES = 4
export LEC_CHECK = 1
export CORE_AREA = 10 10 76 76
export DIE_AREA = 0 0 86 86

==> changes_impl.md <==
### Changed

- Outcome: finished, violations left
- Failing checks: negative setup slack
- Max Used Layer: met3
- Total gr overflow: 0
- Post-synth top cells: edfxtp_1, and2_1, ha_1
- Gr usage total: 0.0259
- Filler Cell Count: 442
- Top area contributor share: 0.633
- Register area share after synthesis: 0.633
- First-pass GRT wire length: 1.59 mm
- Asr flop ratio synth: 0
- Detailed placement HPWL: 719 um
- Fin cells: 121
- MaxCap Viol Count: 0
- Worst hold path class: flop to flop
- Reg2reg start: b[0]
- Worst Setup Path Type: flop to output port
- DP Cell Count: 105
- RePlAce Congestion: 0.746
- Largest net degree at the start of global routing: 9
- VDD IR max: 0.000214 V
- Syn Area/Cell: 14.0 um2
- I/O Buffers: 10
- Root buffer cell: clkbuf_8
- Final WS setup: -0.260 ns
- Die width: 86 um
- CP bufs+invs: 1
- Lkg Pwr: 0.000369 uW
- Clock skew: 0.00521 ns
- Total clock sinks: 13
- Post-CTS setup repair buffer count: 0
- Cell Area, Synth: 617 um2
- Vias in the first global route: 407
- M1 WL: 460 um
- Vias: 383
- Post-CTS sizing: 28
- CTS tree: done
- Yosys warns: 1
- Setup tns final: -2.22 ns
- Top cells, area: edfxtp_1, ha_1, and2_1
- Number of stages on the worst setup path: 1
- Fp util: 0.150
- Yosys Instances: 44
- RSZ-0062 raised after global routing: yes
- Longest Clk Path Bufs: 2
- Final setup fails: 9
- Flop area: 390 um2
- Yosys top cell by instances: edfxtp_1
- Routed Antenna Nets: 0
- Pins Over Slew Limit: 0
- Met2 WL: 400 um
- Routed WL: 997 um
- Htree depth: 1
- Boundary pin count: 14
- Endpoints failing hold: 0
- Main flop type: edfxtp_1
- Worst-path clk slew: 0.03 ns
- Critical Path Start Type: flop
- Core Footprint: 4120 um2
- Tool warnings: 46
- Yosys chip area: 617 um2
- # diodes: 0
- Register bit total from synthesis: 13
- Reg2Reg Capture Point: b[2]
- Least-Margin Pin Slew: 0.261 ns
- Count of library flops with an enable pin: 13
- Area leader, netlist: edfxtp_1
- Reg2reg setup slack: 0.16 ns
- CP startpoint: rx_data[7]
- Synthesis-to-finish area growth: 34.7%
- Crit path DAT: 1.62 ns
- Crit path capture: rx_data[7]
- Met3 Routed Length: 136 um
- DRT iter0 DRCs: 8
- Mapped Cells: 44
- Yosys cell types: 17
- Crit-path cells: buf_2
- CTS Buf Count: 3
- Std cell rows: 23
- Critical Path RT: 1.36 ns
- Antenna violations before repair: 0
- Wire length per cell: 8.24 um
- Critical path capture point type: output port
- Relative slew slack: 0.826
- Max stage delay on crit path: 0.35 ns
- Worst path top cell family by delay: flip-flops
- DRC viols: 0
- Critical-path cell with the highest stage delay: edfxtp_1
- CTS Hold Buffers Added: 0
- Die Y: 86 um
- Reg2reg path depth: 5
- Share of layout cells above drive strength 1: 0.296
- Maximum fanout along the worst path: 1
- Late-Pin Clk Latency: 0.30 ns
- DR vias/cell: 3.17
- Chip Area: 7400 um2
- Comb area: 211 um2
- PwrDens: 868 nW/um2
- DR pass1 iterations: 4
==> kinds of logic after synthesis <==
kind of cell,after synthesis,share of synthesized area
compound gates,4,0.0385
mux,1,0.0243
flops,13,0.633
fa+ha+maj,4,0.0811
buf+inv,4,0.0243
simple gates,18,0.199
==> cells in the final DEF (no fill, tap or decap), types with 2 or more instances in the layout <==
| cell type | count |
|---|---|
| and2_1 | 5 |
| o21ai_0 | 2 |
| clkbuf_8 | 3 |
| buf_2 | 9 |
| nor2b_4 | 2 |
| inv_1 | 16 |
| and2_2 | 2 |
| nand2_1 | 2 |
| edfxtp_1 | 13 |
| nor2_1 | 2 |
| ha_1 | 4 |
| nor3b_1 | 2 |
==> registers in the layout, summed over array words and instances, names as in the netlist <==
signal        count
b                 4
rx_data           8
rx_done_tick      1
==> layout make-up <==
class | count | share of cell area
well taps | 50 | 0.0753
clock buffers | 3 | 0.0497
clock inverters | 14 | 0.0633
multi-input cells | 27 | 0.255
repair buffers | 11 | 0.0738
flip-flops and latches | 13 | 0.470
inverters | 3 | 0.0136
==> power breakdown <==
group	total (uW)	internal, uW	switching [uW]
registers	354	354	0
logic	3.35	1.17	2.18
clock network	364	200	164
==> how the worst min path moves through the flow <==
stage	startpoint	to	slack (ns)	cells after the start
CTS	b[0]	b[0]	0.65	1
global route	b[0]	b[0]	0.69	1
finish	b[0]	b[0]	0.65	1
==> layer usage <==
metal / vias to the layer above / global-route usage
met2: 15 / 0.0311
met3: 0 / 0.0219
met5: - / 0
li1: 206 / -
met1: 162 / 0.0285
met4: 0 / 0.0195
==> stage by stage <==
step | setup WS, ns | instance area, um2 | util | power (uW) | hold WS [ns]
4_1_cts | -0.277 | 831 | 0.202 | 746 | 0.655
5_1_grt | -0.313 | 831 | 0.202 | 792 | 0.690
2_1_floorplan | 0.195 | 617 | - | 407 | 0.595
6_report | -0.260 | 831 | 0.202 | 721 | 0.651
3_5_place_dp | -0.321 | 787 | 0.191 | 411 | 0.651
3_3_place_gp | -0.298 | 787 | 0.191 | 411 | 0.625
Power figures rest on the tool's default switching activity, not on a simulated workload.
